`./run.sh`:
```
#!/bin/bash
# OpenROAD 26Q1-2900-gdf79404cd8, Yosys 0.63+post, stock flow scripts
make -C /OpenROAD-flow-scripts/flow DESIGN_CONFIG=/design/flow/config.mk WORK_HOME=/design/flow/orfs finish
```
`./config.mk`:
```
export PLATFORM = sky130hd
export DESIGN_NAME = Z16CPU_wrapper
export DESIGN_NICKNAME = Z16CPU_wrapper
export VERILOG_FILES = /design/flow/design.v
export SDC_FILE = /design/flow/constraint.sdc
export NUM_CORES = 4
export LEC_CHECK = 1
export CORE_UTILIZATION = 50
export SYNTH_MEMORY_MAX_BITS = 65536
```
`./constraint.sdc`:
```
current_design Z16CPU_wrapper

set clk_period 411.7
set clk_io_pct 0.2

create_clock -name clk0 -period $clk_period [get_ports {i_clk}]

set non_clock_inputs [all_inputs -no_clocks]
set_input_delay [expr $clk_period * $clk_io_pct] -clock clk0 $non_clock_inputs
set_output_delay [expr $clk_period * $clk_io_pct] -clock clk0 [all_outputs]
```
`./design.v`:
```
module Z16ALU(
  input wire [15:0] i_data_a,
  input wire [15:0] i_data_b,
  input wire [3:0] i_ctrl,
  output wire[15:0] o_data
);
  assign o_data = alu(i_data_a, i_data_b, i_ctrl);
  function [15:0] alu;
    input [15:0] i_data_a;
    input [15:0] i_data_b;
    input [3:0] i_ctrl;
    begin
      case(i_ctrl)
        4'h0 : alu = i_data_b + i_data_a;
        4'h1 : alu = i_data_b - i_data_a;
        4'h2 : alu = i_data_b * i_data_a;
        4'h3 : alu = i_data_b / i_data_a;
        4'h4 : alu = i_data_b | i_data_a;
        4'h5 : alu = i_data_b & i_data_a;
        4'h6 : alu = i_data_b ^ i_data_a;
        4'h7 : alu = i_data_b << i_data_a;
        4'h8 : alu = i_data_b >> i_data_a;
        default : alu = i_data_b + i_data_a;
      endcase
    end
  endfunction
endmodule
module Z16CPU(
  input wire i_clk,
  input wire i_rst,
  input wire i_button,
  output reg [5:0] o_led
);
  reg [15:0] r_pc;  
  wire [15:0] w_instr;  
  wire [3:0] w_rd_addr;  
  wire [3:0] w_rs1_addr;  
  wire [3:0] w_rs2_addr;
  wire [15:0] w_imm;  
  wire w_rd_wen;  
  wire w_mem_wen;  
  wire [3:0] w_alu_ctrl;  
  wire [3:0] w_opcode;
  wire [15:0] w_rs1_data;  
  wire [15:0] w_rs2_data;
  wire [15:0] w_rd_data;
  wire [15:0] w_data_b;
  wire [15:0] w_alu_data;  
  wire [15:0] w_mem_rdata;  
  always @(posedge i_clk) begin
    if(i_rst) begin
      r_pc <= 16'h0000;
    end else if (w_opcode == 4'hC) begin  
      r_pc <= w_alu_data;
    end else if (w_opcode == 4'hD) begin  
      r_pc <= r_pc + w_alu_data;
    end else if ((w_opcode == 4'hE) && (w_rs1_data == w_rs2_data)) begin  
      r_pc <= r_pc + w_imm;
    end else if ((w_opcode == 4'hF) && (w_rs1_data < w_rs2_data)) begin  
      r_pc <= r_pc + w_imm;
    end else begin
      r_pc <= r_pc + 16'h0002;
    end
  end
  Z16InstrMemory InstrMem(
    .i_addr(r_pc),
    .o_instr(w_instr)
  );
  Z16Decoder Decoder(
    .i_instr(w_instr),
    .o_opcode(w_opcode),
    .o_rd_addr(w_rd_addr),
    .o_rs1_addr(w_rs1_addr),
    .o_rs2_addr(w_rs2_addr),
    .o_imm(w_imm),
    .o_rd_wen(w_rd_wen),
    .o_mem_wen(w_mem_wen),
    .o_alu_ctrl(w_alu_ctrl)
  );
  assign w_rd_data = select_rd_data(w_opcode, w_mem_rdata, r_pc, w_alu_data);
  function [15:0] select_rd_data;
    input [3:0] i_opcode;
    input [15:0] i_mem_rdata;
    input [15:0] i_pc;
    input [15:0] i_alu_data;
    begin
      case(i_opcode)
        4'hA : begin
          if (w_alu_data == 16'h007C) begin
            select_rd_data = {15'b000_0000_0000_0000, i_button};
          end else begin
            select_rd_data  = i_mem_rdata;
          end
        end
        4'hC : select_rd_data = i_pc + 16'h0002;
        4'hD : select_rd_data = i_pc + 16'h0002;
        default : select_rd_data = i_alu_data;
      endcase
    end
  endfunction
  Z16RegisterFile RegFile(
    .i_clk(i_clk),
    .i_rs1_addr(w_rs1_addr),
    .o_rs1_data(w_rs1_data),
    .i_rs2_addr(w_rs2_addr),
    .o_rs2_data(w_rs2_data),
    .i_rd_addr(w_rd_addr),
    .i_rd_data(w_rd_data),
    .i_rd_wen(w_rd_wen)
  );
  assign w_data_b = (w_opcode <= 8'h8) ? w_rs2_data : w_imm;
  Z16ALU ALU(
    .i_data_a(w_rs1_data),
    .i_data_b(w_data_b),
    .i_ctrl(w_alu_ctrl),
    .o_data(w_alu_data)
  );
  Z16DataMemory DataMem(
    .i_clk(i_clk),
    .i_addr(w_alu_data),
    .i_wen(w_mem_wen),
    .i_data(w_rs2_data),
    .o_data(w_mem_rdata)
  );
  always @(posedge i_clk) begin
    if (i_rst) begin
      o_led <= 6'd0;
    end else if (w_mem_wen && (w_alu_data == 16'h007A)) begin
      o_led <= w_rs2_data[5:0];
    end else begin
      o_led <= o_led;
    end
  end
endmodule
module Z16CPU_wrapper(
  input wire i_clk,
  input wire i_rst,
  input wire i_button,
  output wire [5:0] o_led
);
  wire w_rst;
  wire w_button;
  wire [5:0] w_led;
  assign w_rst = ~i_rst;
  assign w_button = ~i_button;
  assign o_led = ~w_led;
  reg r_clk = 1'b0;
  reg [31:0] r_counter = 32'h00000000;
  always @(posedge i_clk) begin
    if (r_counter == 32'd135_0000) begin
      r_counter <= 32'h0000000;
      r_clk <= ~r_clk;
    end else begin
      r_counter <= r_counter + 32'h0000_0001;
      r_clk <= r_clk;
    end
  end
  Z16CPU CPU(
    .i_clk(r_clk),
    .i_rst(w_rst),
    .i_button(w_button),
    .o_led(w_led)
  );
endmodule
module Z16DataMemory(
  input wire i_clk,
  input wire [15:0] i_addr,
  input wire i_wen,
  input wire [15:0] i_data,
  output wire [15:0] o_data
);
  reg [15:0] mem[1023:0];
  assign o_data = mem[i_addr[10:1]];
  always @(posedge i_clk) begin
    if (i_wen) begin
      mem[i_addr[10:1]] <= i_data;
    end
  end
endmodule
module Z16Decoder(
  input wire [15:0] i_instr,
  output wire [3:0] o_opcode,
  output wire [3:0] o_rd_addr,
  output wire [3:0] o_rs1_addr,
  output wire [3:0] o_rs2_addr,
  output wire [15:0] o_imm,
  output wire o_rd_wen,  
  output wire o_mem_wen,  
  output wire [3:0] o_alu_ctrl
);
  assign o_opcode = i_instr[3:0];
  assign o_rd_addr = i_instr[7:4];
  assign o_rs1_addr = get_rs1_addr(i_instr);
  assign o_rs2_addr = get_rs2_addr(i_instr);
  assign o_imm = get_imm(i_instr);
  assign o_rd_wen = get_rd_wen(i_instr);
  assign o_mem_wen = get_mem_wen(i_instr);
  assign o_alu_ctrl = get_alu_ctrl(i_instr);
  function [3:0] get_rs1_addr;
    input [15:0] i_instr;
    begin
      case(i_instr[3:0])
        4'h9 : get_rs1_addr = i_instr[7:4];
        4'hE : get_rs1_addr = {2'b00, i_instr[5:4]};
        4'hF : get_rs1_addr = {2'b00, i_instr[5:4]};
        default : get_rs1_addr = i_instr[11:8];
      endcase
    end
  endfunction
  function [3:0] get_rs2_addr;
    input [15:0] i_instr;
    begin
      case(i_instr[3:0])
        4'hE : get_rs2_addr = {2'b00, i_instr[7:6]};
        4'hF : get_rs2_addr = {2'b00, i_instr[7:6]};
        default : get_rs2_addr = i_instr[15:12];
      endcase
    end
  endfunction
  function [15:0] get_imm;
    input [15:0] i_instr;
    begin
      case(i_instr[3:0])  
        4'h9 : get_imm = { {8{i_instr[15]}}, i_instr[15:8]};
        4'hA : get_imm = { {12{i_instr[15]}}, i_instr[15:12] };
        4'hB : get_imm = { {12{i_instr[7]}}, i_instr[7:4]};
        4'hC : get_imm = { {12{i_instr[15]}}, i_instr[15:12]};
        4'hD : get_imm = { {12{i_instr[15]}}, i_instr[15:12]};
        4'hE : get_imm = { {8{i_instr[15]}}, i_instr[15:8]};
        4'hF : get_imm = { {8{i_instr[15]}}, i_instr[15:8]};
        default : get_imm = 16'h0000;
      endcase
    end
  endfunction
  function get_rd_wen;
    input [15:0] i_instr;
    begin
      if(i_instr[3:0] <= 4'hA) begin
        get_rd_wen = 1'b1;
      end else if((i_instr[3:0] == 4'hC) || (i_instr[3:0] == 4'hD)) begin
        get_rd_wen = 1'b1;
      end else begin
        get_rd_wen = 1'b0;
      end
    end
  endfunction
  function get_mem_wen;
    input [15:0] i_instr;
    begin
      if (4'hB == i_instr[3:0]) begin
        get_mem_wen = 1'b1;
      end else begin
        get_mem_wen = 1'b0;
      end
    end
  endfunction
  function [3:0] get_alu_ctrl;
    input [15:0] i_instr;
    begin
      if (i_instr[3:0] <= 4'h8) begin
        get_alu_ctrl = i_instr[3:0];
      end else begin
        get_alu_ctrl = 4'h0;
      end
    end
  endfunction
endmodule
module Z16InstrMemory(
  input wire [15:0] i_addr,
  output wire [15:0] o_instr
);
  wire [15:0] mem[32:0];
  assign o_instr = mem[i_addr[15:1]];  
  assign mem[0] = 16'h0010;  
  assign mem[1] = 16'h0119;  
  assign mem[2] = 16'h0040;  
  assign mem[3] = 16'h7A49;  
  assign mem[4] = 16'h0050;  
  assign mem[5] = 16'h7C59;  
  assign mem[6] = 16'h0070;  
  assign mem[7] = 16'hF879;  
  assign mem[8] = 16'h0060;  
  assign mem[9] = 16'h0169;  
  assign mem[10] = 16'h640B;  
  assign mem[11] = 16'h052A;  
  assign mem[12] = 16'h046E;  
  assign mem[13] = 16'h070D;  
  assign mem[14] = 16'h00FD;  
endmodule
module Z16RegisterFile(
  input wire i_clk, 
  input wire [3:0] i_rs1_addr,
  output wire [15:0] o_rs1_data,
  input wire [3:0] i_rs2_addr,
  output wire[15:0] o_rs2_data,
  input wire [3:0] i_rd_addr,
  input wire i_rd_wen,  
  input wire [15:0] i_rd_data
);
  reg[15:0] mem[15:0];
  assign o_rs1_data = (i_rs1_addr == 4'h0) ? 16'h0000 : mem[i_rs1_addr];
  assign o_rs2_data = (i_rs2_addr == 4'h0) ? 16'h0000 : mem[i_rs2_addr];
  always @(posedge i_clk) begin
    if(i_rd_wen) begin
      mem[i_rd_addr] <= i_rd_data;
    end else begin
      mem[i_rd_addr] <= mem[i_rd_addr];  
    end
  end
endmodule
```
==> qor.yml <==
run_status:
  status: "complete, but fails checks"
  violations: "antenna violations"
sta:
  finalHoldViolations: 0
  fin_skew_ps: 6.127
  maxSlewViolCount: 0
  fmax_mhz: 401.5
  tightest_slew_ps: 1235
  setup_viol_count_final: 0
  untimed_endpoints: 33050
  fin_crit_sh: 0.006051
  tns_ps: 0
  rsz0062_at_grt: "false"
  final.min_clock_period_ps: 2491
  relSlewSlack: 0.1737
  unclocked_pins: 16550
floorplanning:
  die_w_um: 1125
  rows: 412
  core_mm2: 1.257
  dieHeight_um: 1125
  die_area_mm2: 1.265
  ios: 9
  fp_util: 0.5013
route:
  drtIter0Drc: 18490
  ant_nets: 1
  first_pass_iters: 6
  vias_per_cell: 6.353
  routed_wl_um: 1712000
  wire_per_inst_um: 37.35
  drc: 0
  vias: 291200
min_path:
  hold_class: "flip-flop to flip-flop"
synth:
  synthDominantCellAreaShare: 0.7873
  top_cell: "edfxtp_1"
  mappedNetlistArea_mm2: 0.6303
  top_cells_by_area: "edfxtp_1 (79%), mux4_2 (15%), o22ai_1 (1.7%)"
  ys_seq_share: 0.7890
  edf_count: 16520
  common_cells: "edfxtp_1 (16.52k), mux4_2 (4,097), o22ai_1 (1,664)"
  ys_ff: 16580
  syn_avg_cell_area_um2: 22.31
  top_area_cell: "edfxtp_1"
  syn_inst: 28260
  ys_warn_count: 295
  ys_cells: 28260
  ys_types: 103
  async_reset_ff_frac: 0
  ff_type: "edfxtp_1"
  ys_area_mm2: 0.6303
setup_path:
  critical_path_class: "flip-flop to flip-flop"
  arrival_ps: 2650
  crit_path_start_kind: "flip-flop"
  required_ps: 411860
  endpoint_kind: "flip-flop"
  worstPathMaxFanout: 5
pwr:
  power_switching_mw: 0.001492
  leakagePower_nw: 193.9
  p_int_mw: 0.005685
  total_power_mw: 0.007370
  combPwrFrac: 0.033
  power_frac_seq: 0.459
  pwr-share-clk: 0.508
  p_per_area_mw_per_mm2: 0.01109
  vdd_ir_drop_max_v: 0.000001318
  sw_frac_of_total: 0.2024
grt:
  grt_overflow_total: 0
  first_global_vias: 314800
  grt_usage: 0.3083
  grtUsageMet3: 0.2561
  grt_busiest_layer: "met2"
  antenna_found_initial: 123
  grt_pass1_wl_um: 2401000
  grt_util_met1: 0.3859
  grt_max_degree: 247
  gr-usage-met2: 0.4290
cts:
  worstSkewPairLatency_ps: 280
  cts.path.max_buffers: 2
  cts_buffers: 5
  cts_resized: 0
  hold_buffers: 0
  postCtsSetupRepairBufs: 0
  cts_tree: "yes"
  htreeDepth: 2
  cts-root-buf: "clkbuf_16"
  clk_pin_slew_ps: 50
layout:
  area_growth_pct: 5.448
  postLayoutCellArea_mm2: 0.6646
  layout-drive-gt1-share: 0.2347
place:
  gp_congestion: 0.9204
  numPortBuffers: 8
  hpwl_um: 1117000
  placed_cell_area_mm2: 0.6639
flow_run:
  max_cap_viol_count: 0
  tool_warnings: 900
-- kinds of logic after synthesis --
| logic type | after synthesis | synth area share |
|---|---|---|
| XOR/XNOR | 93 | 0.001314 |
| flip-flops | 16580 | 0.7890 |
| other | 1 | 0.000005950 |
| AND-OR/OR-AND | 2512 | 0.02696 |
| adder cells (fa/ha/maj) | 72 | 0.001465 |
| buffers and inverters | 1844 | 0.01144 |
| multiplexers | 4318 | 0.1499 |
| AND/OR/NAND/NOR | 2838 | 0.01993 |
-- sequential cells by signal (all words and copies together), names as in the netlist --
signal and count:
CPU.r_pc 16, r_clk 1, r_counter 32, CPU.o_led 6, CPU.RegFile.mem 139, CPU.DataMem.mem 16384
-- per-stage QoR --
stage            util  std cells  hold slack (ps)  worst slack [ps]
2_1_floorplan       -      28280            435.0            220920
3_3_place_gp   0.5280      45600            484.4            408970
3_5_place_dp   0.5280      45600            461.8            409230
4_1_cts        0.5282      45610            478.2            409220
5_1_grt        0.5284      45720            485.7            409000
6_report       0.5286      45840            468.7            409210
-- final timing paths --
path                             from                  endpoint  slack [ps]  cells past startpoint
max           r_counter[0]$_SDFF_PN0_  r_counter[26]$_SDFF_PN0_      409210                      8
min reg2reg  r_counter[31]$_SDFF_PN0_  r_counter[31]$_SDFF_PN0_         470                      1
max reg2reg   r_counter[0]$_SDFF_PN0_  r_counter[26]$_SDFF_PN0_      409210                      8
min          r_counter[31]$_SDFF_PN0_  r_counter[31]$_SDFF_PN0_         470                      1
-- power groups by stage --
stage | clock [mW] | combinational (mW) | sequential [mW]
after global routing | 0.00399 | 0.000271 | 0.00338
after CTS | 0.00385 | 0.000247 | 0.00338
final | 0.00374 | 0.000243 | 0.00338
-- worst max-delay path, stage by stage (launching register included) --
cell and delay (ps):
dfxtp_1 390, ha_1 240, nand4_1 150, nor2_1 350, and3_1 270, inv_1 80
nor3_1 550, nand3_1 180, xnor2_1 160
-- layout by cell type (no fill, tap or decap), types with 48 or more instances in the layout --
cell type,count
mux2i_1,217
diode_2,224
nor4_1,303
xnor2_1,67
ha_1,69
edfxtp_1,16520
a21oi_1,140
or4_1,93
o22ai_1,1661
nand3_1,143
buf_4,2276
inv_1,73
nor2_2,127
nor2_1,1074
mux4_2,4097
o21ai_0,66
o211ai_1,55
nand2_1,783
dfxtp_1,54
a211oi_1,48
a32o_1,148
nor3_1,61
-- layer usage --
| layer | vias to the layer above | wire, µm |
|---|---|---|
| li1 | 120000 | - |
| met4 | 206 | 62220 |
| met5 | - | 5428 |
| met1 | 151300 | 507900 |
| met2 | 18000 | 803900 |
| met3 | 1698 | 332400 |
-- area by class of cell --
type,instances,area (µm²)
Antenna cell,224,560.5
Clock buffer,7,142.6
Clock inverter,1,7.507
Fill cell,93830,592700
Inverter,91,414.1
Multi-Input combinational cell,9853,127500
Sequential cell,16580,497300
Tap cell,16770,20980
Timing Repair Buffer,2316,17770
No activity file was given, so power comes from the tool's default toggle rates.
